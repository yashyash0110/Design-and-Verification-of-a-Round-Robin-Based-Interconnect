===== design/flow/run.sh =====
#!/bin/bash
# OpenROAD 26Q1-2900-gdf79404cd8, Yosys 0.63+post, stock flow scripts
make -C /OpenROAD-flow-scripts/flow DESIGN_CONFIG=/design/flow/config.mk WORK_HOME=/design/flow/orfs finish

===== design/flow/config.mk =====
export PLATFORM = sky130hd
export DESIGN_NAME = apb_slave_memory
export DESIGN_NICKNAME = apb_slave_memory
export VERILOG_FILES = /design/flow/design.v
export SDC_FILE = /design/flow/constraint.sdc
export NUM_CORES = 4
export LEC_CHECK = 1
export CORE_UTILIZATION = 40

===== design/flow/constraint.sdc =====
current_design apb_slave_memory

set clk_period 20.7
set clk_io_pct 0.2

create_clock -name clk0 -period $clk_period [get_ports {pclk}]

set non_clock_inputs [all_inputs -no_clocks]
set_input_delay [expr $clk_period * $clk_io_pct] -clock clk0 $non_clock_inputs
set_output_delay [expr $clk_period * $clk_io_pct] -clock clk0 [all_outputs]

===== design/flow/design.v =====
module apb_slave_memory (
  input presetn,
  input pclk,
  input psel,
  input penable,
  input pwrite,
  input [31:0] paddr, pwdata,
  output reg [31:0] prdata,
  output reg pready, pslverr
);
  reg [31:0] mem [32];
  typedef enum {idle = 0, setup = 1, access = 2, transfer = 3} state_type;
  state_type state = idle; 
  always@(posedge pclk)
    begin
      if(presetn == 1'b0)  
        begin
        state <= idle;
        prdata <= 32'h00000000;
        pready <= 1'b0;
        pslverr <= 1'b0;
        for(int i = 0; i < 32; i++) 
        begin
          mem[i] <= 0;
        end
       end 
      else 
        begin
      case(state)
      idle : 
      begin
        prdata <= 32'h00000000;
        pready <= 1'b0;
        pslverr <= 1'b0;
        state   <= setup;
      end
      setup:  
      begin
           if(psel == 1'b1)
             state <= access;
           else
             state <= setup;
      end
      access: 
      begin 
        if(pwrite && penable) 
          begin
            if(paddr < 32) 
            begin
            mem[paddr] <= pwdata;
            state <= transfer;
            pslverr <= 1'b0;
            pready  <= 1'b1;
            end
            else 
            begin
            state <= transfer;
            pready <= 1'b1;
            pslverr <= 1'b1;
            end
          end
        else if (!pwrite && penable)
            begin
            if(paddr < 32) 
            begin
            prdata <= mem[paddr];
            state <= transfer;
            pready <= 1'b1;
            pslverr <= 1'b0;
            end
            else 
            begin
            state <= transfer;
            pready <= 1'b1;
            pslverr <= 1'b1;
            prdata <= 32'hxxxxxxxx;
            end
          end
        else
           state <= setup;
       end  
        transfer: begin
          state <= setup;
          pready <= 1'b0;
          pslverr <= 1'b0;
        end
      default : state <= idle;
      endcase
    end
  end
endmodule

==> impl_metrics.env <==
# yosys + openroad results
export IMPL_status="complete, no violations"
export IMPL_setup_ws_ns=12.79
export IMPL_fmaxAchievable_ghz=0.126
export IMPL_chipArea_um2=120000
export IMPL_yosysWarnings=1
export IMPL_finClkSkew_ns=0.0256
export IMPL_clock_sinks=1060
export IMPL_overflow=0
export IMPL_layout_top_cell="and2_1"
export IMPL_routabilityCongestion=0.834
export IMPL_first_global_vias=28400
export IMPL_tool_warnings=28
export IMPL_period_used_pct=38.2
export IMPL_path_class="in -> reg"
export IMPL_flop_cell="edfxtp_1"
export IMPL_coreArea_um2=118000
export IMPL_cts_setup_buffers=0
export IMPL_hold_path_class="reg -> reg"
export IMPL_critPathLaunchType="input port"
export IMPL_numCtsBuffers=109
export IMPL_fp_utilization_pct=40.3
export IMPL_setup_violations=0
export IMPL_area_leaders="edfxtp_1, and2_1, mux2i_1, o22ai_1, clkbuf_1"
export IMPL_path_clk_slew_ns=0.06
export IMPL_vias=27800
export IMPL_edf_count=1024
export IMPL_cts_max_path_buffers=3
export IMPL_ctsHoldBuffers=0
export IMPL_postSynthCellCount=3445
export IMPL_crit_fanout=95
export IMPL_worst_pin_slew_ns=0.983
export IMPL_cts_root_buf="clkbuf_16"
export IMPL_relSlewSlack_pct=33.9
export IMPL_syn_avg_cell_area_um2=13.8
export IMPL_postRouteAntennaNets=0
export IMPL_async_flop_share_pct=0
export IMPL_cts_tree="built"
export IMPL_required_ns=21.27
export IMPL_finalMaxSlewViolations=0
export IMPL_fp_row_count=126
export IMPL_preCtsSetupSlack_ns=12.15
export IMPL_grt_pass1_wl_mm=197
export IMPL_syn2layout_area_growth_pct=14.1
export IMPL_clk_latency_ns=0.69
export IMPL_die_height_um=347
export IMPL_grt_usage_pct=24.6
export IMPL_antenna_found_initial=6
export IMPL_fill_cells=10000
export IMPL_top_cell_area_share_pct=64.6
export IMPL_synth_distinct_cells=39
export IMPL_hold_viol_final=0
export IMPL_worstSetupEndpointType="register"
export IMPL_dp_hpwl_mm=73.3
export IMPL_io_pins=103
export IMPL_powerDensity_nw_per_um2=85.3
export IMPL_cap_violations=0
export IMPL_port_buffers=102
export IMPL_drive_above_1_share_pct=11.1
export IMPL_grt_setup_unrepaired="false"
export IMPL_p_leak_nw=20.7
export IMPL_wl_mm=136
export IMPL_crit_arrival_ns=8.48
export IMPL_fin_setup_tns_ns=0
export IMPL_via_per_inst=5.43
export IMPL_lay_top_cells="and2_1, edfxtp_1, mux2i_1"
export IMPL_synth_chip_area_um2=47600
export IMPL_ys_ff=1060
export IMPL_rrSetupSlack_ns=17.56
export IMPL_htree_levels=3
export IMPL_seq_area_frac_synth_pct=66.1
export IMPL_dr_pass1_iters=7
export IMPL_final_core_util_pct=46.0
export IMPL_grt_max_degree=96
export IMPL_top_area_cell="edfxtp_1"
export IMPL_syn_cell_area_um2=47600
export IMPL_layout_min_cycle_time_ns=7.91
export IMPL_yosys_cells=3445
export IMPL_drtIter0Drc=1739
export IMPL_die_w_um=347
export IMPL_vdd_ir_drop_max_mv=0.0672
export IMPL_wl_per_cell_um=26.7
export IMPL_post_cts_resize_count=0
export IMPL_drc=0
worst paths after layout:
kind	start	to	depth (start not counted)
worst max-delay path	paddr[1]	prdata[23]	9
worst min-delay path	pready	pready	2
worst min register to register	pready	pready	2
worst max register to register	state[0]	mem[27][24]	7
logic make-up after synthesis:
| logic type | Yosys count | share of synthesized area [%] |
|---|---|---|
| simple gates | 1207 | 15.8 |
| fa+ha+maj | 3 | 0.0788 |
| mux | 512 | 10.8 |
| flops | 1060 | 66.1 |
| buf+inv | 337 | 2.94 |
| compound gates | 326 | 4.38 |
layer usage:
layer | GRT usage [%] | share of wire [%] | routed length [um] | vias to the layer above
met3 | 14.0 | 13 | 18100 | 189
li1 | - | - | - | 12600
met1 | 33.3 | 38 | 51900 | 13600
met4 | 4.82 | 2.3 | 3190 | 2
met5 | 0.0800 | 0.0051 | 7 | -
met2 | 36.4 | 46 | 63100 | 1352
Yosys cell counts, types with 4 or more instances:
cell / instances
a22o_1: 32
and2_1: 1025
buf_2: 23
buf_4: 12
clkbuf_1: 259
clkbuf_2: 36
dfxtp_1: 36
edfxtp_1: 1024
inv_1: 4
mux2i_1: 512
nand2_1: 39
nand3_1: 6
nand4b_1: 4
nand4bb_1: 6
nor2_1: 18
nor2_2: 12
nor2_4: 4
nor4_1: 66
nor4_2: 4
o21ai_0: 32
o22ai_1: 256
or4b_2: 4
where the power goes:
| group | internal [mW] | switching [mW] | leakage, nW |
|---|---|---|---|
| sequential | 2.41 | 0.0161 | 11.0 |
| combinational | 0.0856 | 0.189 | 8.00 |
| clock | 1.12 | 0.811 | 1.73 |
| total | 3.62 | 1.02 | 20.7 |
state kept, by name, indices dropped and copies added (netlist names):
register	count
prdata	32
pslverr	1
state	2
mem	1024
pready	1
cell type report:
cell class,instances,area [um2],share of cell area [%]
repair buffers,256,2190,4.03
inverters,4,15.0,0.0276
clock buffers,154,3090,5.69
multi-input cells,2048,15200,28.0
clock inverters,51,443,0.815
well taps,1536,1920,3.54
flip-flops and latches,1060,31500,57.9
diodes,2,5.00,0.00921
worst max-delay path, stage by stage:
cell and delay, ns:
buf_8 0.44, buf_4 0.72, buf_4 0.75, buf_12 0.56, mux2i_1 0.30, o22ai_1 0.12
nor4_1 0.87, nand2_1 0.10, a22o_1 0.21
metrics by stage:
step / cells / total power, mW / cell area (um2) / hold WS [ns]
after CTS: 5109 / 4.66 / 54300 / 0.488
final: 5111 / 4.63 / 54300 / 0.488
after global placement: 4904 / 2.74 / 50800 / 0.472
after detailed placement: 4904 / 2.74 / 50800 / 0.471
after global routing: 5109 / 4.77 / 54300 / 0.501
after floorplan: 3445 / 2.62 / 47600 / 0.420
Power and IR drop assume default switching activity.
